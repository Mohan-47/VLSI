### run.sh
#!/bin/bash
# OpenROAD 26Q1-2900-gdf79404cd8, Yosys 0.63+post, stock flow scripts
make -C /OpenROAD-flow-scripts/flow DESIGN_CONFIG=/design/flow/config.mk WORK_HOME=/design/flow/orfs finish
### config.mk
export PLATFORM = sky130hd
export DESIGN_NAME = tfc
export DESIGN_NICKNAME = tfc
export VERILOG_FILES = /design/flow/design.v
export SDC_FILE = /design/flow/constraint.sdc
export NUM_CORES = 4
export LEC_CHECK = 1
export CORE_AREA = 10 10 70 70
export DIE_AREA = 0 0 80 80
### constraint.sdc
current_design tfc

set clk_period 2.4
set clk_io_pct 0.2

create_clock -name clk0 -period $clk_period [get_ports {clk}]

set non_clock_inputs [all_inputs -no_clocks]
set_input_delay [expr $clk_period * $clk_io_pct] -clock clk0 $non_clock_inputs
set_output_delay [expr $clk_period * $clk_io_pct] -clock clk0 [all_outputs]
### design.v
module tfc(
    input clk, rst_n,
    output reg [1:0] NS, EW
);
    parameter S0_NS_G = 2'b00, S1_NS_Y = 2'b01, S2_EW_G = 2'b10, S3_EW_Y = 2'b11;
    reg [1:0] state, next_state;
    reg [3:0] timer;  
    always @(posedge clk or negedge rst_n) begin
        if(!rst_n) begin
            state <= S0_NS_G;  
        end else if (timer == 10) begin 
            state <= next_state;
        end
    end
    always @(posedge clk or negedge rst_n) begin
        if (!rst_n) begin
            timer <= 0;
        end else if (timer == 10) begin
            timer <= 0;
        end else begin
            timer <= timer + 1;
        end
    end
    always @(*) begin
        case (state)
            S0_NS_G : next_state = S1_NS_Y; 
            S1_NS_Y : next_state = S2_EW_G;
            S2_EW_G : next_state = S3_EW_Y;
            S3_EW_Y : next_state = S0_NS_G; 
            default: next_state = S0_NS_G; 
        endcase
    end
    always @(*) begin
       case (state)
        S0_NS_G : begin
            NS = 2'b10;  
            EW = 2'b00;  
        end
        S1_NS_Y : begin
            NS = 2'b01;  
            EW = 2'b00;  
        end
        S2_EW_G : begin
            NS = 2'b00;  
            EW = 2'b10;  
        end
        S3_EW_Y : begin
            NS = 2'b00;  
            EW = 2'b01;  
        end
        default: begin 
                NS = 2'b00; 
                EW = 2'b00;
        end 
       endcase 
    end
endmodule
==> flow_metrics.py <==
# Metrics from the implementation run
metrics = {
    "cts": {
        "post-cts-setup-buffers": 0,
        "cts_tree": "built",
        "post_cts_resized": 0,
        "clk_pin_slew_ps": 60,
        "ctsRootBufferMaster": "clkbuf_4",
        "clock-sinks": 8,
        "cts_buffer_depth": 2,
        "cts-hold-fix-buffers": 0,
        "insertion_delay_ps": 250,
        "htreeDepth": 1,
        "numCtsBuffers": 3,
    },
    "sta": {
        "rsz0062_at_grt": "false",
        "skew_ps": 5.17,
        "fin_tns_setup_ps": 0,
        "slew_headroom": 0.763,
        "fin_ws_ps": 578,
        "slew_violations": 0,
        "finalSetupViolCount": 0,
        "fmax_mhz": 549,
        "finalHoldViolCount": 0,
        "hold-worst-slack_ps": 486,
        "worst_pin_slew_ps": 354,
        "layout_min_cycle_time_ps": 1820,
        "period_used_share": 0.759,
    },
    "global_routing": {
        "grt_pass1_wl_mm": 1.05,
        "grt-ovfl-total": 0,
        "antenna_found_initial": 0,
        "grt_usage": 0.0219,
        "grt_max_degree": 9,
        "grt_pass1_vias": 242,
    },
    "yosys": {
        "ys_async_sr_fraction": 1.00,
        "synthFlopType": "dfrtp_1",
        "edf_count": 0,
        "ys_cells": 28,
        "yosys_warnings": 1,
        "synth_cell_types": 16,
        "top_cell": "dfrtp_1",
        "synth_flops": 8,
        "avgSynthCellArea_um2": 13.1,
        "syn_area_um2": 368,
        "top_cells_by_area": "dfrtp_1 48%, mux2_4 16%, dfstp_2 7.1%",
        "top_cell_area_share": 0.476,
        "yosysTopAreaCell": "dfrtp_1",
        "common_cells": "7 x dfrtp_1, 4 x mux2_4, 3 x clkbuf_1",
        "syn_inst": 28,
        "yosys_area_um2": 368,
        "synth-seq-area-share": 0.548,
    },
    "placed_design": {
        "io_buffers": 5,
        "place_inst": 75,
        "dpl_cell_area_um2": 453,
        "routabilityCongestion": 0.687,
        "dp_hpwl_um": 425,
        "preCtsSetupSlack_ps": 829,
    },
    "pwr": {
        "vdd_drop_max_mv": 0.114,
        "pwr_density_cell_nw_per_um2": 516,
        "total_leakage_power_nw": 0.181,
    },
    "setup_path": {
        "crit_path_end_kind": "primary output",
        "cp_max_fo": 4,
        "worstPathArrival_ps": 1340,
        "critPathKind": "reg -> out",
        "crit_required_ps": 1920,
        "start_kind": "flop",
    },
    "outcome": {
        "status": "complete, no violations",
    },
    "layout": {
        "area_growth_pct": 30.3,
        "fin_area_um2": 479,
        "final_cells": 79,
        "drive_gt1_frac": 0.333,
    },
    "drt": {
        "antenna_left": 0,
        "drt_first_pass_iters": 2,
        "drt-initial-drc-count": 7,
        "num_antenna_cells": 0,
        "drc_errors": 0,
        "vias": 209,
        "viasPerCell": 2.65,
        "routed_wl_um": 544,
        "wl_per_cell_um": 6.89,
    },
    "job": {
        "warnings": 25,
        "drv_cap": 0,
    },
    "min_path": {
        "hp-class": "reg -> reg",
    },
    "die": {
        "fp_util": 0.108,
        "die_w_um": 80,
        "core_area_um2": 3420,
        "dieArea_um2": 6400,
        "fp.dieH_um": 80,
        "rows": 21,
        "ios": 6,
    },
}
## through the flow
step / power [mW] / utilization
floorplan: 0.137 / -
global placement: 0.141 / 0.133
detailed placement: 0.142 / 0.133
CTS: 0.254 / 0.140
global route: 0.262 / 0.140
finish: 0.247 / 0.140
## cell usage in the layout (no fill, tap or decap)
cell and instances:
nor3_1 1, clkbuf_1 1, clkdlybuf4s50_1 5, mux2i_1 1, a22o_2 1, inv_1 1
and3_4 1, nor2b_2 1, nand3b_1 1, dfrtp_1 7, dfstp_2 1, a21oi_1 1
mux2_4 4, o21ai_0 2, xnor2_1 1, clkbuf_4 3, nand2_1 1
## layer usage
metal,GRT usage,vias up,share of wire
met5,0,-,0
met4,0.00176,0,0
met3,0.0250,0,0.24
met2,0.0257,9,0.32
met1,0.0263,96,0.44
li1,-,104,-
## critical path, stage by stage, from the launching register on
cell	delay [ps]
dfrtp_1	410
nor3_1	200
clkdlybuf4s50_1	490
## report_power, final
group / switching (mW) / internal (mW) / total [mW]
clock: 0.0445 / 0.0635 / 0.108
sequential: 0 / 0.135 / 0.135
combinational: 0.00245 / 0.00144 / 0.00389
total: 0.0470 / 0.200 / 0.247
## cell type report
type	instances	area (um^2)
fillers	388	2940
flip-flops and latches	8	201
repair buffers	5	50.0
multi-input cells	15	140
inverters	1	3.75
well taps	46	57.6
clock buffers	4	26.3
## cells by family after synthesis
| logic type | count (synthesis) | synth area share |
|---|---|---|
| flops | 8 | 0.548 |
| mux | 5 | 0.190 |
| simple gates | 5 | 0.0986 |
| buf+inv | 5 | 0.0714 |
| compound gates | 4 | 0.0680 |
| xor+xnor | 1 | 0.0238 |
## path summary, 6_finish.rpt
kind / to / cells past startpoint / slack [ps] / from
max: NS[1] / 2 / 580 / flop
min in group asynchronous: timer[3] / 1 / 500 / rst_n
min: timer[0] / 1 / 490 / timer[0]
max in group asynchronous: asynchronous set/reset pin / 1 / 1590 / rst_n
min reg2reg: timer[0] / 1 / 490 / timer[0]
max reg2reg: flop / 3 / 1170 / timer[2]
Power figures rest on the tool's default switching activity, not on a simulated workload.
