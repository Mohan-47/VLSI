**design.v**
```verilog
module updown(
    input clk, rst_n,up,
    output reg [3:0] q,
    output qn
);
    always @(posedge clk ) begin
        if(!rst_n) begin
            q <= 4'b0000;
        end else begin
            if (up) begin
                q <= q + 1;  
            end else begin
                q <= q - 1;  
            end
        end
    end
    assign qn = ~q;
endmodule
```
**config.mk**
```make
export PLATFORM = sky130hd
export DESIGN_NAME = updown
export DESIGN_NICKNAME = updown
export VERILOG_FILES = /design/flow/design.v
export SDC_FILE = /design/flow/constraint.sdc
export NUM_CORES = 4
export LEC_CHECK = 1
export CORE_AREA = 10 10 70 70
export DIE_AREA = 0 0 80 80
```
**run.sh**
```bash
#!/bin/bash
# OpenROAD 26Q1-2900-gdf79404cd8, Yosys 0.63+post, stock flow scripts
make -C /OpenROAD-flow-scripts/flow DESIGN_CONFIG=/design/flow/config.mk WORK_HOME=/design/flow/orfs finish
```
**constraint.sdc**
```tcl
current_design updown

set clk_period 1.7
set clk_io_pct 0.2

create_clock -name clk0 -period $clk_period [get_ports {clk}]

set non_clock_inputs [all_inputs -no_clocks]
set_input_delay [expr $clk_period * $clk_io_pct] -clock clk0 $non_clock_inputs
set_output_delay [expr $clk_period * $clk_io_pct] -clock clk0 [all_outputs]
```
==> flow_metrics.rpt <==
==== FLOW RESULTS ====
----------------------------------------------------
[Outcome]
  Result of the run ........................ finished, final reports clean

[Route]
  Total iterations of the first detailed-routing run ........................ 1
  Routed length per instance ........................ roughly 7 um
  DR iter-0 viols ........................ 0
  Total length of routed met3 wires ........................ 165 um
  ANT nets after route ........................ 0
  Number of diodes added for antenna fixing ........................ 0
  Vias/cell ........................ 2.28
  Total vias in the final route ........................ 178
  Length of routed met2 wiring ........................ 158 um
  Met1 Routed Length ........................ 231 um
  Highest layer used for signal routing ........................ met3
  Post-detailed-routing wire length ........................ 554 um
  Drc violations ........................ 0

[Synthesis]
  Area fraction in mux cells ........................ 0%
  Largest non-sequential cell family by area ........................ adder cells
  Yosys warns ........................ 1
  Ranking of synthesized cells by area ........................ dfxtp_1, ha_1, fa_1
  Post-synthesis cell count ........................ 20
  Cell taking the most area after synthesis ........................ dfxtp_1
  Summed standard-cell area reported by yosys ........................ ~200 um^2
  Area leader share ........................ 39.3%
  Simple-gate share of the synthesized area ........................ 17.8%
  Adder Share, Synth ........................ 22.1%
  Synthesized-area fraction occupied by xor and xnor cells ........................ under 10%
  Fraction of the mapped netlist area in compound gates ........................ 6.75%
  Post-synthesis instance area ........................ 204 um^2
  Cell count listed in synth_stat.txt ........................ 20
  Count of cell types in the netlist ........................ 12
  Part of the Yosys area used for sequential elements ........................ 39.3%
  Mean post-synth cell area ........................ 10.2 um^2
  Synth flops ........................ 4

[Pwr]
  Power density relative to cell area ........................ 993 mW/mm^2
  Overall Power ........................ 366 uW
  Leakage power ........................ ~0.15 nW
  Peak supply drop ........................ 226 uV

[Floorplan]
  Number of top-level design ports ........................ 8
  Die area ........................ 0.00640 mm^2
  Row count ........................ 21
  Effective utilization at floorplan ........................ between 5 and 6%
  Core area ........................ 0.00342 mm^2
  Die height ........................ 80 um
  Die boundary width ........................ around 80 um

[Global routing]
  Overall global routing resource usage ........................ 2.04%
  Wire length of the first global-routing pass ........................ 972 um
  Pin count of the biggest net entering global routing ........................ 6
  Number of antenna violations at the first check in global routing ........................ 0
  Vias in the first global route ........................ 216
  Remaining global-route overflow ........................ 0

[Cells and area]
  Number of fill cells in the layout ........................ 403
  Area growth, synth to finish ........................ 81.0%
  Flip-flop count of the largest register after layout ........................ 4
  Leading cell type in the layout, fill and taps excluded ........................ clkdlybuf4s50_1
  Cell Count, Final, Fillers Out ........................ 78
  Fraction of layout instances using a drive strength above 1 ........................ 21.9%
  Register Area ........................ 80.1 um^2
  Top library cells by usage in the layout, fill and taps aside ........................ clkdlybuf4s50_1, dfxtp_1, inv_1, clkbuf_4
  Logic area ........................ approximately 110 um^2
  Most flops, register ........................ q
  Largest registers ........................ q x4
  Core utilization of the finished layout ........................ 10.8%
  Layout Cell Area excl Fill ........................ 369 um^2

[Final timing]
  Final number of setup-violating endpoints ........................ 0
  Final Max-Slew Violation Tally ........................ 0
  Final period util ........................ between 90% and 100%
  Final worst path period need ........................ ~1.5 ns
  Slew margin rel. ........................ a little under nine tenths
  Transition time at the pin with the least slew margin ........................ around 0.22 ns
  Hold Fails Final Rpt ........................ 0
  Maximum clock rate ........................ about 650 MHz
  Setup clock skew after layout ........................ a little under 0.0005 ns
  Unrepaired setup endpoints after global routing ........................ no
  Final critical-path setup slack ........................ 0.159 ns

[Place]
  Pre-CTS setup slack ........................ -0.0826 ns
  Standard cell area after detailed placement ........................ ~350 um^2
  Final weighted congestion of routability-driven global placement ........................ 0.698
  Placed cell count ........................ 75
  Port Buffer Count ........................ 7
  Estimated wirelength of the detail-placed design ........................ 458 um

[Clock network]
  Clock transition at the registers of the reported paths ........................ 0.04 ns
  Clock latency (worst-skew pair) ........... ~0.23 ns
  Post-CTS Hold Buffers ........................ 0
  CTS resizes ........................ 0
  Clock buffer count from CTS ........................ 3
  Clock tree from TritonCTS ........................ built
  Maximum number of buffers from clock root to sink ........................ 2
  # clock sinks ........................ 4
  Count of H-tree levels built during CTS ........................ 1
  Clock tree root driver cell ........................ clkbuf_4
  Number of post-CTS setup repair buffers ........................ 0

[Critical path]
  Arrival time at the worst endpoint ........................ approximately 1.7 ns
  Startpoint class of the critical path ........................ input pin
  Path type of the worst setup path ........................ input pin to flop
  Worst Setup End Kind ........................ flop
  Delay of the slowest cell on the worst path ........................ a little under 0.5 ns
  Cell-by-cell listing of the critical path ........................ clkdlybuf4s50_1, inv_1, ha_1, a21oi_2, nand3_1, nor3b_2
  Highest net fanout along the worst path ........................ 3
  CP max stage cell ........................ clkdlybuf4s50_1
  Required time at the worst-slack endpoint ........................ 1.82 ns

[Flow run]
  Number of logged tool warnings ........................ 25
  Number of max-cap violations ........................ 0

[Hold path]
  Worst min path class ........................ flop to flop

----------------------------------------------------
[final timing paths]
kind	slack (ns)	to	from	depth (start not counted)
max	0.16	q[3]	up	6
min	0.51	q[0]	q[0]	1
max reg2reg	0.55	q[1]	q[0]	2
min reg2reg	0.51	q[0]	q[0]	1
[worst max-delay path: cells and delay by family]
family | cells | cell delay, ns
fa+ha+maj | 1 | 0.35
compound gates | 1 | 0.17
simple gates | 2 | 0.22
buf+inv | 2 | 0.58
[metal layers]
layer  vias up  track usage (%)
met5         -                0
met4         0            0.352
met3         0             3.07
met2        12             2.25
met1        77             2.06
li1         89                -
[cells in the mapped netlist, drive strengths merged]
cell	instances
and2	1
nor3b	1
dfxtp	4
xnor2	1
a21oi	2
nand3	2
ha	2
xor2	1
fa	1
inv	3
nor2	2
[through the flow]
step / hold slack [ns] / setup TNS, ns
after floorplan: 0.444 / 0
after global placement: 0.483 / -0.0432
after detailed placement: 0.503 / -0.108
after CTS: 0.512 / 0
after global routing: 0.527 / 0
final: 0.511 / 0
[where the power goes]
group / switching (mW) / internal, mW / leakage (nW)
sequential: 0.0142 / 0.113 / 0.0334
clock: 0.0382 / 0.0789 / 0.0138
combinational: 0.0424 / 0.0800 / 0.0999
total: 0.0948 / 0.272 / 0.147
[cell families after synthesis]
logic type / after synthesis
DFF: 4
buffers and inverters: 3
and+or+nand+nor: 6
AOI/OAI and AO/OA: 2
xor gates and xnor gates: 2
adders and majority gates: 3
[final cells by class]
| class | count | area share [%] |
|---|---|---|
| Tap cell | 46 | 15.6 |
| Inverter | 3 | 3.05 |
| Timing Repair Buffer | 9 | 23.1 |
| Sequential cell | 4 | 21.7 |
| Clock buffer | 3 | 6.10 |
| Multi-Input combinational cell | 13 | 30.5 |
Power figures rest on the tool's default switching activity, not on a simulated workload.
