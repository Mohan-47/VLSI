### flow/run.sh
#!/bin/bash
# OpenROAD 26Q1-2900-gdf79404cd8, Yosys 0.63+post, stock flow scripts
make -C /OpenROAD-flow-scripts/flow DESIGN_CONFIG=/design/flow/config.mk WORK_HOME=/design/flow/orfs finish
### flow/config.mk
export PLATFORM = sky130hd
export DESIGN_NAME = uart
export DESIGN_NICKNAME = uart
export VERILOG_FILES = /design/flow/design.v
export SDC_FILE = /design/flow/constraint.sdc
export NUM_CORES = 4
export LEC_CHECK = 1
export CORE_UTILIZATION = 40
### flow/design.v
module baudgen #(parameter CLK_FREQ = 50000000, BAUD_RATE = 9600) (
    input clk,
    input reset,
    output reg tick
);
    localparam integer count_max = CLK_FREQ / BAUD_RATE;  
    integer count;  
    initial count = 0;
    always @(posedge clk or posedge reset) begin
        if (reset) begin
            count <= 0;
            tick <= 0;
        end else if(count == count_max - 1) begin
            count <= 0;
            tick <= 1;
        end
        else begin
            count <= count + 1;
            tick <= 0;
        end
    end
endmodule
module uart(
    input clk,
    input reset,
    input tx_start,
    input [7:0] tx_data,
    input rx,
    output tx,
    output [7:0] rx_data,
    output rx_done,
    output tx_busy
);
    wire tick;
    baudgen #(.CLK_FREQ(50000000), .BAUD_RATE(9600)) baudgen_inst (
        .clk(clk),
        .reset(reset),
        .tick(tick)
    );
    uart_tx uart_tx_inst (
        .clk(clk),
        .reset(reset),
        .start(tx_start),
        .tick(tick),
        .data_in(tx_data),
        .tx(tx),
        .busy(tx_busy)
    );
    uart_rx uart_rx_inst (
        .clk(clk),
        .reset(reset),
        .rx(rx),
        .tick(tick),
        .data_out(rx_data),
        .rx_done(rx_done)
    );
endmodule
module uart_rx(
    input clk,
    input reset,
    input rx,
    input tick,
    output reg [7:0] data_out,
    output reg rx_done
);
    reg [3:0] bit_index;
    reg [7:0] shift_reg;
    reg receiving;  
    always @(posedge clk or posedge reset) begin
        if (reset) begin
            rx_done <= 0;
            bit_index <= 0;   
            shift_reg <= 0;
            receiving <= 0;  
        end else if (tick) begin
            if (!receiving && rx ==0) begin 
                bit_index <= 0;
                receiving <= 1;  
                rx_done <= 0; 
            end else if (bit_index < 8 && receiving) begin
                shift_reg[bit_index] <= rx;  
                bit_index <= bit_index + 1;
            end else if (bit_index == 8 && receiving && rx == 1) begin
                data_out <= shift_reg;
                rx_done <= 1; 
                bit_index <= 0; 
                receiving <= 0;  
            end else begin
                rx_done <= 0; 
                bit_index <= 0; 
                receiving <= 0;  
            end
        end else begin
            rx_done <= 0;  
        end
    end
endmodule
module uart_tx (
    input clk,
    input reset,
    input start,
    input tick,
    input [7:0] data_in,
    output reg tx,
    output reg busy
);
    reg [3:0] bit_index;
    reg [9:0] shift_reg;  
    always @(posedge clk or posedge reset) begin
        if (reset) begin
            tx <= 1;  
            busy <= 0;
            bit_index <= 0;
        end else if (start && !busy) begin
            shift_reg <= {1'b1, data_in, 1'b0};  
            bit_index <= 0;
            busy <= 1;  
        end else if (tick && busy) begin
            tx <= shift_reg[bit_index];  
            if (bit_index == 9) begin 
                busy <= 0;  
                tx <= 1;  
                bit_index <= 0;  
            end else begin
                bit_index <= bit_index + 1; 
            end
        end
    end
endmodule
### flow/constraint.sdc
current_design uart

set clk_period 5.3
set clk_io_pct 0.2

create_clock -name clk0 -period $clk_period [get_ports {clk}]

set non_clock_inputs [all_inputs -no_clocks]
set_input_delay [expr $clk_period * $clk_io_pct] -clock clk0 $non_clock_inputs
set_output_delay [expr $clk_period * $clk_io_pct] -clock clk0 [all_outputs]
==> run_results.csv <==
group,metric,value,unit
status,status,"complete, no violations",
sta,finalHoldViolations,0,
cells_and_area,drive_gt1_share,9.57,%
pwr,irDropWorstVdd,0.198,mV
logic_synthesis,ys_cells,271,
setup_path,max_stage_delay,510,ps
clocking,clk-insertion-delay-late,330,ps
logic_synthesis,edf_count,16,
sta,setup_viol,0,
cells_and_area,nFillCells,700,
setup_path,start_kind,"flop",
routing,drt-pass1-iter-count,4,
sta,period_needed,2410,ps
clocking,cts_buffers,9,
logic_synthesis,yosysChipArea,3230,sq um
cells_and_area,top_register,"baudgen_inst.count",
pwr,p_leak,0.00158,uW
logic_synthesis,ys_sh_adder,3.10,%
global_route,grt_overflow,0,
logic_synthesis,top_cell,"dfrtp_1",
sta,finalSetupTns,0,ps
clocking,cts_resized,0,
min_path,hold_depth,0,
floorplanning,core_util_floorplan,41.5,%
placed_design,io_buffers,22,
min_path,worstHoldStart,"uart_rx_inst.shift_reg[4]",
cells_and_area,fin_area,3730,sq um
global_route,grt_usage,14.3,%
sta,tightest_slew,657,ps
sta,whs,451,ps
logic_synthesis,aoi_share,6.98,%
global_route,grt_pass1_wl,9430,um
setup_path,end_kind,"output port",
placed_design,gp_congestion,0.808,
setup_path,crit_family,"flip-flops",
floorplanning,dieArea,8430,sq um
flow_run,tool_warnings,30,
cells_and_area,largest_reg_flops,32,
sta,clock.fmax,0.414,GHz
placed_design,place_ws,2840,ps
logic_synthesis,ys.warnings.count,3,
sta,setup_ws,2890,ps
clocking,hold_buffers,0,
routing,ant_nets,0,
logic_synthesis,synth_top_area_share,40.3,%
pwr,power,982,uW
logic_synthesis,topCellsByArea,"dfrtp_1, edfxtp_1, xnor2_1",
routing,vias_per_cell,5.21,
cells_and_area,layout-area-overhead-vs-synth,15.7,%
logic_synthesis,logic_family,"simple AND/OR/NAND/NOR gates",
setup_path,worstPathRequired,4240,ps
floorplanning,die-height,91.8,um
min_path,hp-class,"reg2reg",
floorplanning,core-area,7770,sq um
placed_design,dpl_cell_area,3540,sq um
routing,route.detailed.drc,0,
clocking,cts_sinks,69,
routing,vias,2112,
logic_synthesis,mux_share,1.71,%
flow_run,cap_violations,0,
setup_path,crit_slowest_cell,"dfrtp_1",
logic_synthesis,ys_sh_xor,8.69,%
setup_path,critPathKind,"reg2out",
sta,clock_skew,6.69,ps
sta,rsz0062_at_grt,"no",
pwr,powerDensity,263,nW/um^2
clocking,cts_tree,"built",
global_route,antenna_found_initial,0,
setup_path,critPathArrivalTime,1350,ps
logic_synthesis,seq_area_frac_synth,56.0,%
routing,drt_iter0_drc,37,
min_path,hold_end,"uart_rx_inst.data_out[4]",
logic_synthesis,synthesis.area,3230,sq um
setup_path,regToRegSetupSlack,3270,ps
logic_synthesis,async_flop_share,76.8,%
clocking,clk_pin_slew,70,ps
floorplanning,rows,32,
logic_synthesis,synthFlopType,"dfrtp_1",
logic_synthesis,ys.flops,69,
logic_synthesis,ys_sh_simple,20.6,%
placed_design,dpl.hpwl,3700,um
clocking,cts_setup_buffers,0,
routing,wl_per_cell,13.3,um
floorplanning,io-pin-count,23,
clocking,cts_buffer_depth,2,
logic_synthesis,top_cells_by_count,"dfrtp_1, xnor2_1, nand3_1",
logic_synthesis,synth.distinct_cells,52,
sta,drv_slew,0,
clocking,cts_max_level,3,
global_route,grt_start_max_net_pins,54,
routing,antenna_cells,0,
setup_path,critPathBufInv,1,
logic_synthesis,yosysTopAreaCell,"dfrtp_1",
logic_synthesis,synth_cells,271,
routing,drt-total-wl,5390,um
setup_path,rr_endpoint,"uart_rx_inst.shift_reg[4]",
setup_path,rr_startpoint,"uart_rx_inst.bit_index[0]",
clocking,cts-root-buf,"clkbuf_8",
setup_path,r2r_cells,5,
setup_path,crit_chain,"clkdlybuf4s50_1",
setup_path,worst-path-max-fanout,10,
floorplanning,die_w,91.8,um
sta,period_used_share,45.5,%
global_route,grt_pass1_vias,1973,
logic_synthesis,syn_avg_cell_area,11.9,sq um
sta,max_slew_margin,56.2,%
-- routing by layer --
metal	part of all wire (%)	up-vias	track usage [%]	routed length, um
met5	0	-	0	0
met4	1.1	0	1.30	57
met3	4.9	6	3.80	264
met2	45	39	21.2	2400
met1	49	1013	23.1	2660
li1	-	1054	-	-
-- cells by family after synthesis --
group / count (synthesis)
AND/OR/NAND/NOR: 107
flip-flops: 69
XOR/XNOR: 32
AND-OR/OR-AND: 31
buffers and inverters: 20
adder cells (fa/ha/maj): 8
multiplexers: 4
-- layout make-up --
type	count	area, sq um	share of cell area [%]
Sequential cell	69	1810	48.4
Multi-Input combinational cell	182	1330	35.5
Timing Repair Buffer	25	243	6.50
Clock buffer	10	138	3.69
Tap cell	102	128	3.42
Clock inverter	6	52.6	1.41
Inverter	11	41.3	1.11
-- metrics by stage --
| stage | instances | utilization [%] |
|---|---|---|
| after detailed placement | 389 | 45.6 |
| after global routing | 405 | 48.1 |
| after floorplan | 271 | - |
| final | 405 | 48.1 |
| after global placement | 389 | 45.6 |
| after CTS | 405 | 48.1 |
-- worst max path at each step --
stage / from / end / depth (start not counted)
finish: uart_tx_inst.busy / tx_busy / 1
global route: uart_tx_inst.busy / tx_busy / 1
CTS: uart_tx_inst.busy / tx_busy / 1
-- power breakdown --
group,internal (uW),switching [uW]
Combinational,12.1,14.2
Sequential,544,3.34
Clock,224,183
-- layout by cell type, fill, tap and decap left out, types with 2 or more instances in the layout --
cell type / count
nor4_1: 7
xor2_1: 6
clkbuf_8: 10
nor3_1: 2
a31oi_1: 2
xnor2_1: 26
nor4_4: 3
nand3_2: 2
dfrtp_1: 52
nand3_1: 18
and3b_1: 3
o21ai_0: 4
mux2_2: 2
and2_1: 2
clkinv_2: 3
nor3b_1: 2
clkinv_1: 2
clkdlybuf4s50_1: 22
a21oi_1: 4
nand2_1: 15
nor2_1: 15
a22o_1: 4
nand4_1: 13
edfxtp_1: 16
inv_1: 10
and3_1: 10
a32o_1: 4
o22ai_1: 4
and4_1: 5
nand4b_1: 2
ha_1: 8
buf_4: 3
Power figures rest on the tool's default switching activity, not on a simulated workload.
